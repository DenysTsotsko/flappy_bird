==> design/flow/config.mk <==
export PLATFORM = sky130hd
export DESIGN_NAME = display_renderer
export DESIGN_NICKNAME = display_renderer
export VERILOG_FILES = /design/flow/design.v
export SDC_FILE = /design/flow/constraint.sdc
export NUM_CORES = 4
export LEC_CHECK = 1
export CORE_AREA = 10 10 219 219
export DIE_AREA = 0 0 229 229
==> design/flow/constraint.sdc <==
current_design display_renderer

set clk_period 9.7
set clk_io_pct 0.2

create_clock -name clk0 -period $clk_period

set non_clock_inputs [all_inputs -no_clocks]
set_input_delay [expr $clk_period * $clk_io_pct] -clock clk0 $non_clock_inputs
set_output_delay [expr $clk_period * $clk_io_pct] -clock clk0 [all_outputs]
==> design/flow/design.v <==
module display_renderer (
    input  logic [3:0]  bird_x,
    input  logic [3:0]  bird_y,
    input  logic [3:0]  pipe_x,
    input  logic [3:0]  gap_y,
    input  logic [1:0]  game_state,   
    input  logic [24:0] blink_counter,
    output logic [15:0][15:0] RedPixels,
    output logic [15:0][15:0] GrnPixels
);
    parameter GAP_SIZE = 4;
    parameter GAME_OVER = 2'd3;
    always_comb begin
        RedPixels = '0;
        GrnPixels = '0;
        for (int row = 0; row < 16; row++) begin
            if (row >= gap_y && row < gap_y + GAP_SIZE) begin
                GrnPixels[row][pipe_x] = 1'b0;
            end else begin
                GrnPixels[row][pipe_x] = 1'b1;
            end
        end
        if (game_state != GAME_OVER || blink_counter[24]) begin
            RedPixels[bird_y] = 1 << bird_x;
        end
    end
endmodule
==> design/flow/run.sh <==
#!/bin/bash
# OpenROAD 26Q1-2900-gdf79404cd8, Yosys 0.63+post, stock flow scripts
make -C /OpenROAD-flow-scripts/flow DESIGN_CONFIG=/design/flow/config.mk WORK_HOME=/design/flow/orfs finish
==> metrics.sh <==
SYNTH.YOSYS.SEQ_AREA_SHARE_PCT=0
FIN_HOLD_WS_PS=5180
CHIPWIDTH_MICRONS=229
CRITPATHARRIVALTIME_PS=6540
GRT_MAX_DEGREE=39
DRT_PASS1_ITERATIONS=6
SYNTHDISTINCTLIBCELLS=71
POST_ROUTE_CELLS_DRIVE_ABOVE_1_SHARE_PCT=5.69
TIGHTEST_SLEW_PS=980
DP.CELLS=2184
ROUTED_WL_MM=60.8
CRITPATHMAXFANOUT=17
HPWLAFTERDP_MM=48.4
CRITPATHSLOWESTCELL='sky130_fd_sc_hd__clkdlybuf4s50_1'
POST-ROUTE-DRC-COUNT=0
INITIAL_CORE_UTIL_PCT=15.7
GRT_FIRST_PASS_WIRELENGTH_MM=84.8
CRITPATHLAUNCHTYPE='input port'
CTS.HOLD.BUFFERS_ADDED=0
MEAN_INSTANCE_SIZE_IN_THE_SYNTHESIZED_NETLIST_SQ_UM=5.61
CRIT_CHAIN='clkdlybuf4s50_1 > inv_1 > ha_1 > ha_1 > nor2b_1 > nand3_1 > o22a_1 > a21oi_1 > clkdlybuf4s50_1'
CTSRESIZECOUNT=0
PEAKVDDDROP_mV=0.0198
POST_DRT_VIA_CELL_RATIO=5.54
MAPPEDNETLISTAREA_SQ_MM=0.00676
PLACE_CONGESTION=1.02
YOSYSWARNINGS=1
FINAL.MIN_CLOCK_PERIOD_PS=8480
YS_CHIP_AREA_SQ_MM=0.00676
DIE-AREA_SQ_MM=0.0524
REPORT.FINAL.SETUP_VIOL=0
FP.DIEH_MICRONS=229
STAGE_LOG_WARNINGS=67
RELSLEWSLACK_PCT=34.7
FLOP_AREA_SQ_UM=0
SYNTHCELLS=1205
GLOBALROUTEOVERFLOWTOTAL=0
UTILIZATION_AFTER_LAYOUT_PCT=28.7
MAX_FREQ_MHz=118
FLOPS=0
DRT.ANTENNA.VIOLATING_NETS=0
IO_BUFFERS=531
CP.BUFFERS_INVERTERS=3
TIMING_HOLD_VIOLATIONS_FINAL=0
FINAL_MAX_SLEW_VIOL_COUNT=0
FINAL.SETUP.WORST_SLACK_PS=1220
NUM_VIAS=12100
POWERDENSITY_mW_PER_MM2=30.2
RSZ_0062_RAISED_AFTER_GLOBAL_ROUTING='false'
LEAKAGEPOWER_nW=3.83
INITIALDRTVIOLATIONCOUNT=1323
DPL_WORST_SLACK_PS=1390
POST_ROUTE_INSTS_NO_FILL=2184
RESULT_OF_THE_RUN='complete, no violations'
GRT_ANTENNA_BEFORE_REPAIR=1
DATA_REQUIRED_TIME_AT_THE_WORST_ENDPOINT_PS=7760
SETUP_TNS_PS=0
CRITPATHKIND='in2out'
HOLD_PATH.CLASS='in2out'
GRT_UTIL_ALL_LAYERS_PCT=21.7
FINAL.FILL_COUNT=4776
CRITICAL-PATH-TOP-DELAY-FAMILY='buffers and inverters'
CAP_VIOL_MAX_COUNT=0
MIN_PERIOD_OVER_PERIOD_PCT=87.4
CTS.REPAIR_TIMING.SETUP_BUFFER_COUNT=0
STD_CELL_ROWS=76
COREAREA_SQ_MM=0.0432
ROUTEDWLPERCELL_MICRONS=27.8
CLOCK_BUFFER_COUNT=0
CPPEAKSTAGEDELAY_PS=870
GRT_PASS1_VIAS=10900
END_KIND='output port'
SYNTH_STAT.CELLS=1205
LAYOUT-AREA-OVERHEAD-VS-SYNTH_PCT=83.0
IOS=555
INSERTEDDIODECOUNT=0
## kinds of logic (layout without fill, tap and decap cells)
group,after synthesis,in the layout,synth area share [%]
buf+inv,192,586,12.2
simple gates,510,510,36.8
compound gates,486,486,47.9
fa+ha+maj,17,17,3.15
## cells in the mapped netlist (12+ instances only)
master                     number  area, sq um
sky130_fd_sc_hd__o21ai_0       12         60.1
sky130_fd_sc_hd__inv_1         12         45.0
sky130_fd_sc_hd__a21oi_1      189          946
sky130_fd_sc_hd__nor2_1       214          803
sky130_fd_sc_hd__nor3_1        93          465
sky130_fd_sc_hd__nand3_1       36          180
sky130_fd_sc_hd__ha_1          17          213
sky130_fd_sc_hd__a22oi_1      105          788
sky130_fd_sc_hd__nand2_1       43          161
sky130_fd_sc_hd__nand2b_1      13         81.3
sky130_fd_sc_hd__and3_1        18          113
sky130_fd_sc_hd__and2_1        17          106
sky130_fd_sc_hd__o22a_1        29          254
sky130_fd_sc_hd__buf_2         48          240
sky130_fd_sc_hd__nor2b_1       15         93.8
sky130_fd_sc_hd__clkbuf_1     120          450
sky130_fd_sc_hd__o22ai_1       87          544
## area by class of cell
class	count	area (sq um)	share of cell area, %
repair buffers	574	5640	45.6
multi-input cells	1013	5960	48.2
inverters	12	45.0	0.364
well taps	585	732	5.91
## stage by stage
stage	total power, mW	instance area [sq um]
floorplan	0.188	6760
global placement	0.362	12400
detailed placement	0.364	12400
CTS	0.365	12400
global route	0.395	12400
finish	0.373	12400
## layout by cell type (no fill, tap or decap), types with 6 or more instances in the layout
cell type and n:
sky130_fd_sc_hd__a21oi_1 189, sky130_fd_sc_hd__or2_2 6, sky130_fd_sc_hd__nor3_1 93, sky130_fd_sc_hd__o22a_1 29, sky130_fd_sc_hd__and3_1 18, sky130_fd_sc_hd__nand4_1 10, sky130_fd_sc_hd__a22oi_1 104, sky130_fd_sc_hd__clkdlybuf4s50_1 531
sky130_fd_sc_hd__a221oi_1 7, sky130_fd_sc_hd__nor2b_1 15, sky130_fd_sc_hd__or3_1 9, sky130_fd_sc_hd__ha_1 16, sky130_fd_sc_hd__nor2_1 213, sky130_fd_sc_hd__nand3_1 36, sky130_fd_sc_hd__o21ai_0 12, sky130_fd_sc_hd__and2_1 17
sky130_fd_sc_hd__o22ai_2 11, sky130_fd_sc_hd__buf_4 43, sky130_fd_sc_hd__nand2_1 43, sky130_fd_sc_hd__o22ai_1 86, sky130_fd_sc_hd__inv_1 12, sky130_fd_sc_hd__nand2b_1 13
## power by group
part           leakage (nW)  internal, mW  switching [mW]  total, mW
Clock                     0             0               0          0
Combinational          3.83         0.138           0.235      0.373
Sequential                0             0               0          0
## metal layers
layer  GRT usage (%)  share of wire [%]
met2            35.6                 47
met5               0                  0
met3            6.29                 11
met4            4.78                2.7
met1            27.6                 39
## path summary, 6_finish.rpt
check,startpoint,endpoint,slack (ps),depth (start not counted)
worst max-delay path,pipe_x[0],GrnPixels[122],1220,9
worst min-delay path,bird_x[1],RedPixels[227],5180,5
Power and IR drop assume default switching activity.
