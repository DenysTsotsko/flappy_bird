===== config.mk =====
export PLATFORM = sky130hd
export DESIGN_NAME = pipe_generator
export DESIGN_NICKNAME = pipe_generator
export VERILOG_FILES = /design/flow/design.v
export SDC_FILE = /design/flow/constraint.sdc
export NUM_CORES = 4
export LEC_CHECK = 1
export CORE_UTILIZATION = 30

===== constraint.sdc =====
current_design pipe_generator

set clk_period 4.5
set clk_io_pct 0.2

create_clock -name clk0 -period $clk_period [get_ports {clk}]

set non_clock_inputs [all_inputs -no_clocks]
set_input_delay [expr $clk_period * $clk_io_pct] -clock clk0 $non_clock_inputs
set_output_delay [expr $clk_period * $clk_io_pct] -clock clk0 [all_outputs]

===== run.sh =====
#!/bin/bash
# OpenROAD 26Q1-2900-gdf79404cd8, Yosys 0.63+post, stock flow scripts
make -C /OpenROAD-flow-scripts/flow DESIGN_CONFIG=/design/flow/config.mk WORK_HOME=/design/flow/orfs finish

===== design.v =====
module pipe_generator (
    input  logic        clk,
    input  logic        reset,
    input  logic        playing,
    output logic [3:0]  pipe_x,
    output logic [3:0]  gap_y,
    output logic        pipe_passed   
);
    parameter GAP_SIZE = 4;
    parameter BIRD_X = 12;
    logic [31:0] pipe_counter;
    logic [15:0] lfsr;
    always_ff @(posedge clk) begin
        if (reset) begin
            pipe_x <= 0;
            gap_y <= 6;
            pipe_counter <= 0;
            lfsr <= 16'hACE1;
            pipe_passed <= 0;
        end else if (playing) begin
            lfsr <= {lfsr[14:0], lfsr[15] ^ lfsr[13] ^ lfsr[12] ^ lfsr[10]};
            pipe_counter <= pipe_counter + 1;
            pipe_passed <= 0;
            if (pipe_counter >= 10_000_000) begin
                if (pipe_x < 15) begin
                    pipe_x <= pipe_x + 1;
                    if (pipe_x == BIRD_X) begin
                        pipe_passed <= 1;
                    end
                end else begin
                    pipe_x <= 0;
                    gap_y <= lfsr[3:0] % 12;
                end
                pipe_counter <= 0;
            end
        end
    end
endmodule

==> out/qor.yml <==
run_status:
  status: "finished, final reports clean"
sta:
  rsz0062_at_grt: "no"
  maxSlewHeadroom_pct: 42.7
  slew_viol_final: 0
  hold_slack_ns: 0.456
  setup_tns_ns: 0
  max_slew.worst_pin.slew_ns: 0.860
  min_period_over_period_pct: 64.4
  max_freq_mhz: 345
  hold_viol_final: 0
  fin_crit_ns: 2.90
  clock_skew_ns: 0.00963
  setup_viol: 0
floorplanning:
  core_area_sq_mm: 0.00818
  io-pin-count: 12
  chipHeight_microns: 93.7
  die_area_sq_mm: 0.00877
  initCoreUtil_pct: 30.8
  die_w_microns: 93.7
  fp-row-count: 33
placed_design:
  placed_cell_area_sq_mm: 0.00272
  routabilityCongestion: 0.780
  dp_hpwl_microns: 3010
  port_buffers: 11
job:
  warnings: 28
  drv_cap: 0
critical_path:
  cp.arrival_ns: 3.08
  path_max_fanout: 10
  timing.setup.critical_path_class: "in -> reg"
  start_kind: "primary input"
  required_ns: 4.68
  cp-end-kind: "flop"
  r2r_slack_ns: 2.23
global_route:
  grt_max_degree: 22
  grtUsageTotal_pct: 11.3
  grt_remaining_overflow: 0
  grt_pass1_wl_microns: 7870
  grt_pass1_vias: 1785
  grt_antenna_before_repair: 0
routing:
  drtPass1Iterations: 4
  via_per_inst: 4.76
  drcViolationCount: 0
  final_antenna_net_count: 0
  wl_microns: 4500
  dr.first_iter.drc_count: 74
  post_drt_wl_per_cell_microns: 11.3
  via_count: 1894
  n_antenna_cell: 0
clocking:
  cts_sinks: 57
  ctsHoldBuffers: 0
  cts_tree: "yes"
  cts-resized-gates: 0
  post_cts_buffers: 0
  clkTransAtPathRegs_ns: 0.06
  htree_levels: 3
  cts_buffers: 9
  clock_path_buffers: 2
  clkLatencyLatePin_ns: 0.33
  clock-root-buffer: "clkbuf_8"
yosys:
  synthesis.area_sq_mm: 0.00252
  synth_cell_types: 41
  largest_area_cell: "dfxtp_1"
  ys_seq_elements: 57
  ys_cells: 274
  synth.most_common_cell: "dfxtp_1"
  synthArstFlopShare_pct: 0
  area_leaders: "dfxtp_1 45%, mux2i_1 8.3%, nor2_1 7.1%, xor2_1 7.0%, nand2_1 3.9%"
  synth_seq_share_pct: 45.3
  syn_inst: 274
  synth_warnings: 1
  synth_chip_area_sq_mm: 0.00252
  ys_top_cells_by_count: "57 x dfxtp_1, 48 x nor2_1, 26 x nand2_1"
  synth.avg_cell_area_sq_um: 9.20
  top_area_share_pct: 45.3
  edf_count: 0
  ff_type: "dfxtp_1"
pwr:
  ir_worst_vdd_uv: 213
  switching_share_pct: 21.1
  switchingPower_uw: 235
  seq_power_share_pct: 47.3
  p_clk_share_pct: 48.7
  comb_power_share_pct: 4.0
  pwr_density_cell_mw_per_mm2: 378
  internal-power_uw: 878
  power.leakage_uw: 0.00107
final_layout:
  synthToLayoutAreaGrowth_pct: 16.9
  fin_area_sq_mm: 0.00295
  drive_gt1_share_pct: 9.22
min_path:
  worstHoldPathType: "reg -> reg"
==> through the flow <==
| step | worst slack [ns] | power [uW] | std cells | util, % |
|---|---|---|---|---|
| 6_report | 1.60 | 1110 | 398 | 36.0 |
| 5_1_grt | 1.46 | 1160 | 398 | 36.0 |
| 4_1_cts | 1.63 | 1130 | 398 | 36.0 |
| 3_5_place_dp | 1.30 | 582 | 382 | 33.2 |
| 3_3_place_gp | 1.35 | 581 | 382 | 33.2 |
| 2_1_floorplan | 2.25 | 574 | 274 | - |
==> worst paths after layout <==
check / from / end / cells after the start
max reg2reg: pipe_counter[16]$_SDFFE_PP0P_ / pipe_counter[24]$_SDFFE_PP0P_ / 6
min reg2reg: pipe_counter[31]$_SDFFE_PP0P_ / pipe_counter[31]$_SDFFE_PP0P_ / 2
max: playing / pipe_counter[26]$_SDFFE_PP0P_ / 6
min: pipe_counter[31]$_SDFFE_PP0P_ / pipe_counter[31]$_SDFFE_PP0P_ / 2
==> routing by layer <==
metal / share of wire (%) / vias up / global-route usage, %
li1: - / 971 / -
met1: 50 / 897 / 15.9
met2: 45 / 22 / 18.1
met3: 4.3 / 4 / 3.37
met4: 1.2 / 0 / 1.54
met5: 0 / - / 0
==> cell families (layout without fill, tap and decap cells) <==
kind of cell             Yosys count  after routing  synth area share, %
multiplexers                      21             21                 8.34
AND-OR/OR-AND                     20             20                 6.75
buffers and inverters             20             39                 3.92
adder cells (fa/ha/maj)            4              4                 1.99
AND/OR/NAND/NOR                  124            124                 24.0
flip-flops                        57             57                 45.3
XOR/XNOR                          28             28                 9.73
==> state kept, by name, summed over array words and instances, names as in the netlist <==
register,flops
pipe_passed,1
pipe_counter,32
gap_y,4
pipe_x,4
lfsr,16
==> layout make-up <==
class                           instances  area [sq um]
Fill cell                             833          5230
Clock buffer                           12           155
Tap cell                              105           131
Timing Repair Buffer                   13           125
Multi-Input combinational cell        197          1280
Inverter                               10          37.5
Clock inverter                          4          75.1
Sequential cell                        57          1140
==> layout by cell type, fill, tap and decap left out, types with 2 or more instances in the layout <==
master            n
nand4_1          14
a41oi_1           3
ha_1              4
o21ai_0           2
nor4_2            3
buf_4             2
xnor2_1           8
a21oi_1           3
dfxtp_1          57
nand3_1          10
nand2_1          26
clkdlybuf4s50_1  11
or3_1             4
mux2i_1          21
inv_1             9
nor3_1            5
nor4_1            4
xor2_1           20
clkbuf_8         11
clkinvlp_4        2
and3_1            3
bufinv_16         2
o21ba_2           2
nor2_1           48
==> critical path, stage by stage <==
cell,delay (ns)
clkdlybuf4s50_1,0.71
nand4_1,0.40
nor4_1,0.68
nand2_1,0.17
xor2_1,0.17
nor2_1,0.05
==> power by group through the flow <==
| stage | sequential, uW | clock [uW] | combinational [uW] |
|---|---|---|---|
| after CTS | 526 | 554 | 45.5 |
| after global routing | 527 | 579 | 50.8 |
| final | 526 | 542 | 44.7 |
Power is estimated from default activity; no workload was simulated.
